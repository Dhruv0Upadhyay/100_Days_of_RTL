==> design.v <==
module ripple_carry_adder(input cin, input[3:0]a, input[3:0]b, output[3:0]sum, output carry);
  reg [3:0] cr;
  reg [3:0] sum_gen;
  always_comb begin
    sum_gen[0]= a[0]^b[0]^cin;
    cr[0]=(a[0]&b[0])^(a[0]&cin)^(b[0]&cin);
    sum_gen[1]= a[1]^b[1]^cr[0];
    cr[1]=(a[1]&b[1])^(a[1]&cr[0])^(b[1]&cr[0]);
    sum_gen[2]= a[2]^b[2]^cr[1];
    cr[2]=(a[2]&b[2])^(a[2]&cr[1])^(b[2]&cr[1]);
    sum_gen[3]= a[3]^b[3]^cr[2];
    cr[3]=(a[3]&b[3])^(a[3]&cr[2])^(b[3]&cr[2]);
  end
  assign sum=sum_gen;
  assign carry=cr[3];
endmodule
==> run.sh <==
#!/bin/bash
# OpenROAD 26Q1-2900-gdf79404cd8, Yosys 0.63+post, stock flow scripts
make -C /OpenROAD-flow-scripts/flow DESIGN_CONFIG=/design/flow/config.mk WORK_HOME=/design/flow/orfs finish
==> config.mk <==
export PLATFORM = sky130hd
export DESIGN_NAME = ripple_carry_adder
export DESIGN_NICKNAME = ripple_carry_adder
export VERILOG_FILES = /design/flow/design.v
export SDC_FILE = /design/flow/constraint.sdc
export NUM_CORES = 4
export LEC_CHECK = 1
export CORE_AREA = 10 10 70 70
export DIE_AREA = 0 0 80 80
==> constraint.sdc <==
current_design ripple_carry_adder

set clk_period 2.3
set clk_io_pct 0.2

create_clock -name clk0 -period $clk_period

set non_clock_inputs [all_inputs -no_clocks]
set_input_delay [expr $clk_period * $clk_io_pct] -clock clk0 $non_clock_inputs
set_output_delay [expr $clk_period * $clk_io_pct] -clock clk0 [all_outputs]
==> metrics.txt <==
# HELP chip_impl_metric Yosys and OpenROAD flow results
# TYPE chip_impl_metric gauge
chip_impl_metric{name="stage_log_warnings",unit=""} 35
chip_impl_metric{name="power_dissipated_by_switching_net_loads",unit="W"} 0.0000179
chip_impl_metric{name="numSequentialCells",unit=""} 0
chip_impl_metric{name="dieArea",unit="um^2"} 6400
chip_impl_metric{name="dieWidth",unit="um"} 80
chip_impl_metric{name="rows",unit=""} 21
chip_impl_metric{name="core_area",unit="um^2"} 3420
chip_impl_metric{name="postSynthSeqShare",unit=""} 0
chip_impl_metric{name="die_h",unit="um"} 80
chip_impl_metric{name="switching_share",unit=""} 0.339
chip_impl_metric{name="synth.yosys.chip_area",unit="um^2"} 118
chip_impl_metric{name="netlist_instances",unit=""} 14
chip_impl_metric{name="ys_sh_mux",unit=""} 0
chip_impl_metric{name="ys_sh_aoi",unit=""} 0
chip_impl_metric{name="setup_total_negative_slack",unit="ns"} -0.300
chip_impl_info{name="critPathKind",value="in2out"} 1
chip_impl_metric{name="timing.critical_path.slowest_cell_delay",unit="ns"} 0.39
chip_impl_metric{name="mappedNetlistArea",unit="um^2"} 118
chip_impl_metric{name="clockBufferCount",unit=""} 0
chip_impl_metric{name="globalplace.congestion",unit=""} 0.780
chip_impl_metric{name="num-fill-cells",unit=""} 405
chip_impl_metric{name="grt_pass1_wl",unit="um"} 752
chip_impl_info{name="common_cells",value="sky130_fd_sc_hd__inv_1, sky130_fd_sc_hd__fa_1"} 1
chip_impl_metric{name="sequentialPowerShare",unit=""} 0
chip_impl_metric{name="grtUsageTotal",unit=""} 0.0149
chip_impl_metric{name="arrival",unit="ns"} 2.09
chip_impl_info{name="netlist_logic_family_top",value="adder cells"} 1
chip_impl_metric{name="first_pass_iters",unit=""} 2
chip_impl_info{name="cp-end-kind",value="output port"} 1
chip_impl_info{name="violations",value="negative setup slack"} 1
chip_impl_metric{name="tightest_slew",unit="ns"} 0.108
chip_impl_metric{name="floorplan.io_pins",unit=""} 14
chip_impl_metric{name="synthesis.area_per_instance",unit="um^2"} 8.40
chip_impl_metric{name="adder_share",unit=""} 0.681
chip_impl_metric{name="post_synth_num_cell_types",unit=""} 2
chip_impl_metric{name="max_slew_margin",unit=""} 0.928
chip_impl_metric{name="total_power",unit="W"} 0.0000528
chip_impl_metric{name="buffer_ports.inserted",unit=""} 14
chip_impl_metric{name="synth-simple-area-share",unit=""} 0
chip_impl_info{name="largest_area_cell",value="sky130_fd_sc_hd__fa_1"} 1
chip_impl_metric{name="p_leak",unit="nW"} 0.142
chip_impl_metric{name="synth_stat.cells",unit=""} 14
chip_impl_metric{name="cap_viol_max_count",unit=""} 0
chip_impl_info{name="post-synth-top-count-cell",value="sky130_fd_sc_hd__inv_1"} 1
chip_impl_metric{name="antenna_cell_count",unit=""} 0
chip_impl_metric{name="slew_violations",unit=""} 0
chip_impl_metric{name="area_growth",unit="%"} 169
chip_impl_metric{name="global_route.overflow_total",unit=""} 0
chip_impl_metric{name="postRouteWirelength",unit="um"} 468
chip_impl_metric{name="grt_pass1_vias",unit=""} 125
chip_impl_metric{name="drtIter0Drc",unit=""} 4
chip_impl_metric{name="layout-drive-gt1-share",unit=""} 0.500
chip_impl_info{name="path_common_cell",value="sky130_fd_sc_hd__fa_2"} 1
chip_impl_metric{name="grt_start_max_net_pins",unit=""} 2
chip_impl_metric{name="worst-endpoint-required",unit="ns"} 1.84
chip_impl_metric{name="detailed_place_hpwl",unit="um"} 464
chip_impl_info{name="outcome",value="complete, but fails checks"} 1
chip_impl_metric{name="comb_power_share",unit=""} 1.000
chip_impl_metric{name="avgViaCountPerCell",unit=""} 1.69
chip_impl_metric{name="power-per-cell-area",unit="nW/um^2"} 167
chip_impl_metric{name="initial_core_util",unit=""} 0.0344
chip_impl_metric{name="p_int",unit="W"} 0.0000349
chip_impl_metric{name="yosys_warnings",unit=""} 1
chip_impl_metric{name="max_clock_freq",unit="GHz"} 0.393
chip_impl_metric{name="pwr-share-clk",unit=""} 0
chip_impl_metric{name="final_ant_viol_nets",unit=""} 0
chip_impl_metric{name="drc",unit=""} 0
chip_impl_metric{name="final_critical_path_setup_slack",unit="ns"} -0.246
chip_impl_metric{name="layout.area.seq",unit="um^2"} 0
chip_impl_info{name="min_path_type",value="in2out"} 1
chip_impl_metric{name="final_hold_viol_count",unit=""} 0
chip_impl_info{name="timing.critical_path.cells",value="buf_8 -> inv_4 -> fa_2 -> inv_2 -> fa_2 -> fa_2 -> inv_2 -> fa_1 -> inv_1 -> buf_2"} 1
chip_impl_info{name="unrepaired_setup_endpoints_after_global_routing",value="true"} 1
chip_impl_metric{name="critical_path_peak_fanout",unit=""} 1
chip_impl_metric{name="ir_drop",unit="uV"} 16.9
chip_impl_metric{name="final_min_period_over_clock_period",unit=""} 1.11
chip_impl_info{name="critical_path.startpoint_type",value="primary input"} 1
chip_impl_metric{name="setup-violations-final",unit=""} 2
chip_impl_metric{name="wire_per_inst",unit="um"} 6.32
chip_impl_metric{name="dr_total_vias",unit=""} 125
chip_impl_metric{name="top_cell_area_share",unit=""} 0.681
chip_impl_metric{name="post-route-min-period",unit="ns"} 2.55
chip_impl_metric{name="antenna_found_initial",unit=""} 0
chip_impl_metric{name="cts_hold_repair.buffers",unit=""} 0
chip_impl_info{name="cpMaxStageDelayCell",value="sky130_fd_sc_hd__fa_1"} 1
chip_impl_info{name="topCellsByArea",value="sky130_fd_sc_hd__fa_1, sky130_fd_sc_hd__inv_1"} 1
chip_impl_metric{name="xor_xnor_area_frac",unit=""} 0
[kinds of logic after synthesis]
| family | Yosys count |
|---|---|
| adders and majority gates | 4 |
| buffers and inverters | 10 |
[final cells by class]
class                      instances  area (um^2)  area share
timing repair buffer              14          129       0.407
multi-input combinational          4         87.6       0.277
inverter                          10         42.5       0.134
tap                               46         57.6       0.182
[power by group through the flow]
stage	combinational, W	sequential (W)	clock (W)
CTS	0.0000541	0	0
finish	0.0000528	0	0
global route	0.0000626	0	0
[through the flow]
step | util | std cells | hold slack (ns) | cell area, um^2 | setup WS (ns)
6_report | 0.0927 | 74 | 1.54 | 317 | -0.246
5_1_grt | 0.0927 | 74 | 1.58 | 317 | -0.317
4_1_cts | 0.0901 | 74 | 1.53 | 308 | -0.329
3_5_place_dp | 0.0938 | 74 | 1.97 | 320 | -1.04
3_3_place_gp | 0.0938 | 74 | 1.97 | 320 | -1.02
2_1_floorplan | - | 14 | 1.07 | 123 | -0.0221
[worst max-delay path: cells and delay by family]
| kind | cells | cell delay [ns] |
|---|---|---|
| buf+inv | 6 | 0.39 |
| fa+ha+maj | 4 | 1.25 |
[layout by cell type, fill, tap and decap left out]
cell type and count:
sky130_fd_sc_hd__clkdlybuf4s50_1 5, sky130_fd_sc_hd__inv_2 3, sky130_fd_sc_hd__dlygate4sd2_1 3, sky130_fd_sc_hd__buf_2 3, sky130_fd_sc_hd__buf_6 2, sky130_fd_sc_hd__inv_4 2
sky130_fd_sc_hd__inv_1 5, sky130_fd_sc_hd__fa_2 3, sky130_fd_sc_hd__buf_8 1, sky130_fd_sc_hd__fa_1 1
[timing repair]
| item | in CTS | in global routing |
|---|---|---|
| buffers inserted | 0 | 0 |
| resized | 33 | 2 |
| pin swaps | 4 | 4 |
| endpoints found under the setup margin | 5 | 3 |
[final timing paths]
kind / to / from / depth (start not counted)
worst max-delay path: sum[3] / a[0] / 10
worst min-delay path: sum[1] / b[1] / 3
[metal layers]
metal	global-route usage	share of wire	up-vias
li1	-	-	60
met1	0.0208	0.41	54
met2	0.0193	0.36	11
met3	0.0102	0.23	0
met4	0	0	0
met5	0	0	-
Power and IR drop assume default switching activity.
