$ cat ./run.sh
#!/bin/bash
# OpenROAD 26Q1-2900-gdf79404cd8, Yosys 0.63+post, stock flow scripts
make -C /OpenROAD-flow-scripts/flow DESIGN_CONFIG=/design/flow/config.mk WORK_HOME=/design/flow/orfs finish
$ cat ./config.mk
export PLATFORM = sky130hd
export DESIGN_NAME = cla
export DESIGN_NICKNAME = cla
export VERILOG_FILES = /design/flow/design.v
export SDC_FILE = /design/flow/constraint.sdc
export NUM_CORES = 4
export LEC_CHECK = 1
export CORE_AREA = 10 10 70 70
export DIE_AREA = 0 0 80 80
$ cat ./constraint.sdc
current_design cla

set clk_period 1.3
set clk_io_pct 0.2

create_clock -name clk0 -period $clk_period

set non_clock_inputs [all_inputs -no_clocks]
set_input_delay [expr $clk_period * $clk_io_pct] -clock clk0 $non_clock_inputs
set_output_delay [expr $clk_period * $clk_io_pct] -clock clk0 [all_outputs]
$ cat ./design.v
module cla(input [3:0] A,B,input cin, output[3:0] sum, output cout);
  wire[3:0] Carry;
  assign Carry[0] = cin;
  assign Carry[1] = (A[0] & B[0]) | ((A[0]^B[0]) & Carry[0]);
  assign Carry[2] = (A[1] & B[1]) | ((A[1]^B[1]) & Carry[1]);
  assign Carry[3] = (A[2] & B[2]) | ((A[2]^B[2]) & Carry[2]);
  assign cout  =    (A[3] & B[3]) | ((A[3]^B[3]) & Carry[3]); 
  assign sum = A^B^cout;
endmodule
==> run summary <==
Outcome - finished, violations left
Violated checks - setup timing
Placer Congestion - 0.6572
Largest net degree at the start of global routing - 6
Total number of vias - 196
WHS - 0.9266 ns
Period utilization - 1.253
Reg power frac - 0
Dominant cell area share - 0.3738
Slowest CP cell - or4b_4
CP Depth - 6
Synth-to-Final Area Change - 224.3%
Std-Cell Rows - 21
DRC violations left - 0
Core footprint - 3416 µm²
Vias in the first global route - 218
Hold-fix buffers, CTS - 0
First-pass GRT wire length - 1.048 mm
Peak supply drop - 0.0001432 V
Final instance area - 434.2 µm²
CP Data Required Time - 1.04 ns
Total of max-cap violations - 0
First DRT Iteration DRCs - 8
Hold Path Cell Cnt - 3
Setup CP Type - in -> out
LEAKAGE - 0.1747 nW
Tightest Pin Transition - 0.2458 ns
Ant. Diodes - 0
Ports - 14
Pre-CTS setup slack - -1.152 ns
Clkbuf count - 0
Post-Syn Instances - 16
Sw Share - 0.3487
Crit end category - primary output
Seq share, synth - 0
DRT Wirelength - 650 µm
Cell type with the largest total area - ha_1
Critical path peak fanout - 5
Pwr Total - 159.4 µW
Pre-Place Util - 0.03919
Net Sw Power - 55.59 µW
Grt ovf - 0
Final setup vio count - 3
Fin. max-slew vios - 0
Top delay family on crit path - simple AND/OR/NAND/NOR gates
Cell variety after synth - 11
Fmax achieved - 0.6141 GHz
Unrepaired setup endpoints after global routing - yes
Setup ws final - -0.3284 ns
Die footprint - 6400 µm²
Worst EP arrival - 1.37 ns
Antenna violations before repair - 0
Fin crit period - 1.628 ns
Pint - 103.8 µW
Proportion of layout cells with a drive suffix above 1 - 0.6765
HPWL Detailed - 586.1 µm
YS chip area - 133.9 µm²
Final hold vios - 0
Ys Warns - 0
Slew headroom - 0.8344
Cell Area, Synth - 133.9 µm²
Number of cells in Yosys stat - 16
Startpoint types - input port
Clk pwr share - 0
Mapped Avg Cell Area - 8.367 µm²
Hold Crit Class - in -> out
OpenROAD warnings - 35
Port bufs - 14
Avg WL per Cell - 8.125 µm
Top cells, area - ha_1, nor3b_1, o21ai_0, or4b_1, a311oi_1
Antenna-violating nets left - 0
TritonRoute pass-1 iters - 2
All-Layer GR Usage - 0.02009
CP peak stage delay - 0.50 ns
Vias per cell - 2.450
Die height - 80 µm
Gate power share - 1.000
Post-Place Cell Area - 371.6 µm²
FF+latch area - 0 µm²
Pwr Density - 367.2 nW/µm²
Critical-path cell list - buf_6 > ha_4 > buf_6 > or4b_4 > nand3_2 > buf_2
Layout fillers - 396
Sequential cell count - 0
Die X - 80 µm
Critical path buffers and inverters - 3
CP dominant cell by count - buf_6
[Yosys cell counts]
library cell / instances
nand3_1: 1
a211oi_1: 1
a21o_1: 1
nor3b_1: 2
inv_1: 1
or4b_1: 1
a311oi_1: 1
o21bai_1: 1
ha_1: 4
and2b_2: 1
o21ai_0: 2
[layer usage]
layer  up-vias  GRT usage  part of all wire
met1        81    0.03032              0.52
met5         -          0                 0
met2        12    0.02247              0.30
met3         0    0.01477              0.18
li1        103          -                 -
met4         0          0                 0
[cells in the final DEF, fill, tap and decap left out]
cell	count
o21ai_4	1
or4b_4	1
dlygate4sd2_1	4
o21bai_1	1
a311oi_2	1
o21ai_0	1
nor3b_1	1
a21o_1	1
nand3_2	1
buf_4	2
and2b_2	1
ha_4	3
inv_1	1
ha_1	1
buf_2	3
a211oi_2	1
buf_6	7
clkdlybuf4s15_1	1
buf_8	1
nor3b_2	1
[per-stage QoR]
step,setup TNS [ns],std cells,utilization
2_1_floorplan,-0.1010,16,-
3_3_place_gp,-3.390,79,0.1088
3_5_place_dp,-3.464,79,0.1088
4_1_cts,-0.6780,80,0.1201
5_1_grt,-0.8321,80,0.1271
6_report,-0.6596,80,0.1271
[power by group through the flow]
stage	logic [mW]	clock network (mW)	registers, mW
after global routing	0.179	0	0
final	0.159	0	0
after CTS	0.150	0	0
[logic make-up (layout without fill, tap and decap cells)]
kind of cell,after synthesis,count (layout),synth area share
AND-OR/OR-AND,6,6,0.3085
adder cells (fa/ha/maj),4,4,0.3738
buffers and inverters,1,19,0.02801
AND/OR/NAND/NOR,5,5,0.2897
[path summary, 6_finish.rpt]
| path | from | endpoint | slack, ns |
|---|---|---|---|
| max | B[0] | sum[0] | -0.33 |
| min | A[2] | sum[2] | 0.93 |
[cell type report]
cell class / instances / area (µm²) / area share
multi-input combinational: 15 / 203.9 / 0.4697
timing repair buffer: 18 / 168.9 / 0.3890
tap: 46 / 57.56 / 0.1326
inverter: 1 / 3.754 / 0.008646
[what timing repair did]
item | CTS | global route
cloned | 0 | 0
pin swaps | 10 | 2
gates resized | 52 | 5
setup buffers | 1 | 0
endpoints found under the setup margin | 5 | 3
Power and IR drop assume default switching activity.
