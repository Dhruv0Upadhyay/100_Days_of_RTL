## design/flow/run.sh

```bash
#!/bin/bash
# OpenROAD 26Q1-2900-gdf79404cd8, Yosys 0.63+post, stock flow scripts
make -C /OpenROAD-flow-scripts/flow DESIGN_CONFIG=/design/flow/config.mk WORK_HOME=/design/flow/orfs finish
```

## design/flow/config.mk

```make
export PLATFORM = sky130hd
export DESIGN_NAME = comparator
export DESIGN_NICKNAME = comparator
export VERILOG_FILES = /design/flow/design.v
export SDC_FILE = /design/flow/constraint.sdc
export NUM_CORES = 4
export LEC_CHECK = 1
export CORE_AREA = 10 10 70 70
export DIE_AREA = 0 0 80 80
```

## design/flow/constraint.sdc

```tcl
current_design comparator

set clk_period 1.8
set clk_io_pct 0.2

create_clock -name clk0 -period $clk_period

set non_clock_inputs [all_inputs -no_clocks]
set_input_delay [expr $clk_period * $clk_io_pct] -clock clk0 $non_clock_inputs
set_output_delay [expr $clk_period * $clk_io_pct] -clock clk0 [all_outputs]
```

## design/flow/design.v

```verilog
module comparator(
  input [3:0] A, B,
  output A_grt_B, B_grt_A, A_eql_B );
  reg A_grt,B_grt, AB_eql;
  always_comb begin
    A_grt = 0; B_grt = 0; AB_eql = 0;
    if(A>B) A_grt = 1'b1;
    else if(A<B) B_grt = 1'b1;
    else AB_eql = 1'b1;
  end
  assign A_grt_B=A_grt;
  assign B_grt_A=B_grt;
  assign A_eql_B= AB_eql;
endmodule
```

==> flow_metrics.env <==
# source this file to load flow results
export IMPL_path_buffers=2
export IMPL_ys_area_um2=119
export IMPL_setup_viol=0
export IMPL_hold_path_class="input pin to output port"
export IMPL_drive_above_1_share_pct=51.7
export IMPL_antenna_cells=0
export IMPL_syn_to_final_growth_pct=180
export IMPL_syn_inst=18
export IMPL_wl_per_cell_um=6.84
export IMPL_seqCellArea_um2=0
export IMPL_ys_types=9
export IMPL_globalplace_congestion=0.670
export IMPL_layout_top_cell="dlygate4sd2_1"
export IMPL_wl_met1_um=186
export IMPL_wl_met2_um=291
export IMPL_min_period_ns=1.73
export IMPL_finalInstanceArea_um2=333
export IMPL_max_freq_mhz=578
export IMPL_crit_fanout=3
export IMPL_fin_util_pct=9.74
export IMPL_drtIter0Drc=3
export IMPL_ys_cells=18
export IMPL_hold_start="B[0]"
export IMPL_cap_violations=0
export IMPL_power_density_mw_per_mm2=208
export IMPL_setup_tns_ns=0
export IMPL_fp_util_pct=3.48
export IMPL_lay_top_cells="8 x dlygate4sd2_1, 4 x inv_2, 4 x ha_4"
export IMPL_power_mw=0.0693
export IMPL_maxSlewHeadroom_pct=86.1
export IMPL_vdd_drop_max_mv=0.0285
export IMPL_die_w_um=80
export IMPL_die_h_um=80
export IMPL_warning_count=32
export IMPL_firstDrtPassIters=2
export IMPL_postRouteAntennaNets=0
export IMPL_post_cts_setup_buffer_count=0
export IMPL_fin_cells=75
export IMPL_crit_path_cell_trace="dlygate4sd2_1 > ha_4 > a21oi_2 > a311oi_1 > buf_2"
export IMPL_die_area_mm2=0.00640
export IMPL_wl_met3_um=35
export IMPL_synth_seq_share_pct=0
export IMPL_slowest_stage="ha_4"
export IMPL_drt_total_wl_um=513
export IMPL_yosysWarnings=1
export IMPL_max_stage_delay_ns=0.29
export IMPL_rsz0062_at_grt="no"
export IMPL_critPathTopFamily="buffers and inverters"
export IMPL_grt_pass1_vias=162
export IMPL_dp_hpwl_um=435
export IMPL_dpl_cell_area_um2=287
export IMPL_core_mm2=0.00342
export IMPL_vias=151
export IMPL_n_clock_buffer=0
export IMPL_crit_path_start_kind="input pin"
export IMPL_tightest_slew_ns=0.207
export IMPL_antenna_found_initial=0
export IMPL_finalMaxSlewViolations=0
export IMPL_p_leak_nw=0.134
export IMPL_dp_cells=75
export IMPL_startpoint="A[3]"
export IMPL_seq_cell_count=0
export IMPL_synth_area_um2=119
export IMPL_rows=21
export IMPL_cp_arrival_ns=1.37
export IMPL_grt_max_degree=4
export IMPL_track_usage_pct=1.71
export IMPL_avgSynthCellArea_um2=6.60
export IMPL_status="complete, no violations"
export IMPL_fin_crit_sh_pct=96.2
export IMPL_top_layer_used="met3"
export IMPL_cp_required_ns=1.44
export IMPL_hold_viol=0
export IMPL_via_per_inst=2.01
export IMPL_grt_pass1_wl_um=855
export IMPL_boundaryPins=11
export IMPL_crit_type="input pin to output port"
export IMPL_end_kind="output port"
export IMPL_io_buffers=11
export IMPL_grt_overflow_total=0
export IMPL_drc_errors=0
[layer usage]
metal,vias up,GRT usage [%]
met5,-,0
met4,0,0
met3,0,0.341
met2,4,3.37
met1,66,1.91
li1,81,-
[cell type report]
type / count / area [µm²]
fillers: 403 / 3080
inverters: 5 / 18.8
repair buffers: 11 / 85.1
well taps: 46 / 57.6
multi-input cells: 13 / 171
[final timing paths]
| check | endpoint | slack, ns | cells after the start |
|---|---|---|---|
| setup / recovery | A_eql_B | 0.07 | 5 |
| hold / removal | A_eql_B | 1.28 | 4 |
[kinds of logic after synthesis]
| logic type | count (synthesis) | synth area share, % |
|---|---|---|
| buffers and inverters | 5 | 15.8 |
| AND-OR/OR-AND | 4 | 22.1 |
| AND/OR/NAND/NOR | 5 | 20.0 |
| adder cells (fa/ha/maj) | 4 | 42.1 |
[Yosys cell counts, drive strengths merged]
library cell | n | area, µm²
a21o | 1 | 7.51
a21oi | 2 | 10.0
a311oi | 1 | 8.76
and2 | 1 | 6.26
ha | 4 | 50.1
inv | 5 | 18.8
nand2 | 2 | 7.51
nand2b | 1 | 6.26
nor2 | 1 | 3.75
[report_power, final]
part,internal [mW],switching (mW),total [mW]
logic,0.0405,0.0287,0.0693
clock network,0,0,0
registers,0,0,0
total,0.0405,0.0287,0.0693
[stage by stage]
| stage | hold WS (ns) | worst slack [ns] |
|---|---|---|
| 2_1_floorplan | 0.896 | 0.434 |
| 6_report | 1.28 | 0.0685 |
| 5_1_grt | 1.32 | 0.00501 |
| 3_3_place_gp | 1.82 | -0.592 |
| 4_1_cts | 1.29 | 0.0646 |
| 3_5_place_dp | 1.82 | -0.582 |
[worst min-delay path, stage by stage]
cell and delay [ns]:
dlygate4sd2_1 0.24, ha_4 0.14, a311oi_1 0.07, buf_2 0.11
[repair_timing]
item	4_1_cts	5_1_grt
gates resized	32	0
endpoints found under the hold margin	0	0
setup endpoints to repair	3	0
hold buffers	0	0
